==> flow/design.v <==
module seg (
    input      [3:0] iDIG,
    output reg [6:0] oSEG
);
  always @(iDIG) begin
    case (iDIG)
      4'h1: oSEG = 7'b1111001;   
      4'h2: oSEG = 7'b0100100;   
      4'h3: oSEG = 7'b0110000;   
      4'h4: oSEG = 7'b0011001;   
      4'h5: oSEG = 7'b0010010;   
      4'h6: oSEG = 7'b0000010;   
      4'h7: oSEG = 7'b1111000;   
      4'h8: oSEG = 7'b0000000;   
      4'h9: oSEG = 7'b0011000;   
      4'ha: oSEG = 7'b0001000;
      4'hb: oSEG = 7'b0000011;
      4'hc: oSEG = 7'b1000110;
      4'hd: oSEG = 7'b0100001;
      4'he: oSEG = 7'b0000110;
      4'hf: oSEG = 7'b0001110;
      4'h0: oSEG = 7'b1000000;
      default: oSEG = 7'b0000000;
    endcase
  end
endmodule
module seg6 (
    input  [23:0] iDIG,
    output [ 6:0] oSEG0,
    output [ 6:0] oSEG1,
    output [ 6:0] oSEG2,
    output [ 6:0] oSEG3,
    output [ 6:0] oSEG4,
    output [ 6:0] oSEG5
);
  seg u0 (
      .iDIG(iDIG[3:0]),
      .oSEG(oSEG0)
  );
  seg u1 (
      .iDIG(iDIG[7:4]),
      .oSEG(oSEG1)
  );
  seg u2 (
      .iDIG(iDIG[11:8]),
      .oSEG(oSEG2)
  );
  seg u3 (
      .iDIG(iDIG[15:12]),
      .oSEG(oSEG3)
  );
  seg u4 (
      .iDIG(iDIG[19:16]),
      .oSEG(oSEG4)
  );
  seg u5 (
      .iDIG(iDIG[23:20]),
      .oSEG(oSEG5)
  );
endmodule
==> flow/run.sh <==
#!/bin/bash
# OpenROAD 26Q1-2900-gdf79404cd8, Yosys 0.63+post, stock flow scripts
make -C /OpenROAD-flow-scripts/flow DESIGN_CONFIG=/design/flow/config.mk WORK_HOME=/design/flow/orfs finish
==> flow/config.mk <==
export PLATFORM = sky130hd
export DESIGN_NAME = seg6
export DESIGN_NICKNAME = seg6
export VERILOG_FILES = /design/flow/design.v
export SDC_FILE = /design/flow/constraint.sdc
export NUM_CORES = 4
export LEC_CHECK = 1
export CORE_AREA = 10 10 105 105
export DIE_AREA = 0 0 115 115
export SYNTH_HDL_FRONTEND = slang
==> flow/constraint.sdc <==
current_design seg6

set clk_period 1.2
set clk_io_pct 0.2

create_clock -name clk0 -period $clk_period

set non_clock_inputs [all_inputs -no_clocks]
set_input_delay [expr $clk_period * $clk_io_pct] -clock clk0 $non_clock_inputs
set_output_delay [expr $clk_period * $clk_io_pct] -clock clk0 [all_outputs]
==> notes.md <==
Physical implementation

The flow ran to the end, but the final reports show violations. The checks that failed: negative setup slack. The leakage power is about 1.7 nW.

The category of cells accounting for the largest share of critical-path delay is buffers and inverters. The detailed router's first-iteration violation count is about 85. Per the final timing report, the hold violations number 0. For this run, the detailed router reports a per-instance via density of ~4.4. According to the floorplan report, the total die area is approximately 0.013 mm². Once placement completed, the tool counted placed cells totaling 441.

In the final layout, flip-flops and latches occupy 0 µm². The count of input and output buffers is 66. The share of the Yosys chip area taken by registers is 0.

Counting pins that exceed their max-slew limit in the final report gives 0. The final cell area excluding filler cells is approximately 0.0038 mm². The width of the chip is 115 µm. The global router's overall resource usage is 0.0915. The number of warning messages in the yosys log is 0. At the placement stage, the worst setup path has a slack of -1.19 ns.

Of the total power, the clock network draws 0. Once detailed placement completed, the half-perimeter wirelength came to between 4000 and 5000 µm. The iteration tally of the first detailed-router pass is 4. The number of primary I/O pins is 66. The per-instance average area after synthesis is 6.96 µm².

The final design utilization is 0.432. The warning total across the stage logs is 64. Entering global routing, the biggest net connects 13 pins. For this design, Yosys synthesis ends with a cell count of 214. Of the total power, the share spent switching nets is 0.420. Setup repair after global routing could not meet its margin everywhere. The aggregate negative setup slack is -7.32 ns. For this run, design rule violations remaining after detail routing come to 0. The final instance count without filler cells is slightly below 500.

Of the total power, combinational logic draws 1.000. The post-layout minimum cycle time is 1.54 ns. The initial antenna violation count came to 0. For this design the total switching power over the nets is between 0.5 and 0.6 mW. The critical path data required time is 0.96 ns.

The instance area after placement is 0.00273 mm². The number of placement rows is 34. Per the gpl log, the routability congestion estimate is about 0.84. The max-cap check violation count is 0. The remaining antenna violation count is 0. The critical-path cell with the highest stage delay is sky130_fd_sc_hd__clkdlybuf4s15_1. In the final layout, the share of cells above drive strength 1 is 0.719. The gate count after technology mapping is 214. The setup slack after layout is -0.340 ns. The routed length per instance is 13.3 µm. The total area of multi-input combinational cells is 0.00201 mm². The power report lists cell-internal power as between 0.7 and 0.8 mW.

STA lists the maximum fanout along the critical path as 5. The highest attainable clock frequency is 649 MHz. The pin closest to its max-slew limit shows a slew of 0.258 ns. The ratio of final minimum period to clock period is 1.28.

The count of cell types in the netlist is 29. The total congestion overflow after global routing is 0. The number of vias after detailed routing is 2134. The floorplan utilization is 0.170.

The kind of start point of the critical path is an input pin. The cell area that synthesis handed to floorplanning was 0.00149 mm². On the worst path, the slowest cell contributes a delay of around 0.2 ns. Listed in order, past its start point the critical path passes buf_8, clkinvlp_4, buf_4, ha_4, and2_4, o21ai_2, o31ai_1, clkdlybuf4s15_1. The critical path endpoint category is an output port. The number of global-route vias before repair was around 2.2k. The core area is 0.00876 mm².

The power report attributes to the sequential group a share of 0. Data arrives at the worst endpoint at 1.30 ns. The type of the worst setup path is input pin to output port.

The headroom to the max-slew limit is 0.828. The summed standard-cell area reported by yosys is 0.00149 mm². The number of inserted filler cells in the final layout is 792. The flow reported a cell area power density of 341 mW/mm². The routed design ends up with an antenna cell count of 0. The die boundary height is approximately 120 µm.

Summed over all layers, the routed wires come to roughly 6500 µm. The first global-routing pass estimated 10700 µm of wire. The count of final setup violators is 41. Relative to the synthesized area, the layout overhead comes to 154%. The critical path buffer and inverter count is 4. In the final layout, the clock buffer count is 0. The number of sequential cells reported for the layout is 0. Note that the worst hold path type here is input pin to output port. The peak supply drop is about 0.15 mV.
==> layer usage <==
metal,share of wire,routed length (µm),GRT usage,vias to the layer above
li1,-,-,-,1090
met1,0.46,2960,0.124,1012
met2,0.50,3230,0.158,32
met3,0.041,264,0.0142,0
met4,0,0,0.00165,0
met5,0,0,0,-
==> Yosys cell counts (all sizes together) <==
library cell  instances  share of area
a21oi                14          0.047
nor2                 29          0.075
nand2b                3          0.013
buf                   9          0.034
a32o                  1         0.0067
o32ai                 6          0.035
or3b                  2          0.012
and2                  1         0.0042
mux2i                14          0.094
mux2                  5          0.038
nand3                 3          0.010
nand3b                1         0.0050
o211ai                4          0.020
or2b                  1         0.0050
o2bb2ai               2          0.012
inv                  20          0.050
a22o                  6          0.035
o31a                  1         0.0059
nor2b                 5          0.021
ha                   36           0.30
o21ai                25          0.084
o31ai                 6          0.030
or3                   3          0.013
a21boi                2          0.010
clkbuf                3         0.0076
nand2                12          0.030
==> final cells by class <==
type / instances / area share
Inverter: 20 / 0.0360
Timing Repair Buffer: 175 / 0.397
Multi-Input combinational cell: 182 / 0.531
Tap cell: 108 / 0.0357
==> worst paths after layout <==
check	startpoint	endpoint	slack [ns]	cells past startpoint
max	iDIG[21]	oSEG5[5]	-0.34	8
min	iDIG[8]	oSEG2[1]	0.85	4
==> power by group through the flow <==
| stage | registers, mW | clock network, mW | logic (mW) |
|---|---|---|---|
| final | 0 | 0 | 1.29 |
| after CTS | 0 | 0 | 1.19 |
| after global routing | 0 | 0 | 1.41 |
==> cell families (layout without fill, tap and decap cells) <==
family                     Yosys count  after routing  synth area share
buffers and inverters               32            195            0.0924
muxes                               19             19             0.132
and+or+nand+nor                     60             60             0.187
adders and majority gates           36             36             0.302
AOI/OAI and AO/OA                   67             67             0.286
==> cell usage in the layout, fill, tap and decap left out, drive strengths merged, types with 2 or more instances in the layout <==
cell / count
buf: 165
ha: 36
nor2: 29
o21ai: 25
inv: 15
mux2i: 14
a21oi: 14
nand2: 12
a22o: 6
o32ai: 6
o31ai: 6
clkdlybuf4s15: 6
mux2: 5
nor2b: 5
o211ai: 4
clkinvlp: 3
nand2b: 3
or3: 3
dlygate4sd2: 3
nand3: 3
clkinv: 2
or3b: 2
a21boi: 2
o2bb2ai: 2
==> per-stage QoR <==
stage	total power, mW	hold slack (ns)
global route	1.41	0.887
CTS	1.19	0.830
finish	1.29	0.850
detailed placement	0.941	1.53
global placement	0.937	1.53
floorplan	0.342	0.514
==> what timing repair did <==
item,4_1_cts,5_1_grt
pin swaps,58,33
hold endpoints to repair,0,0
hold buffers,0,0
setup buffers,39,7
gates cloned,1,0
setup endpoints to repair,42,42
gates resized,431,41
No activity file was given, so power comes from the tool's default toggle rates.
