--- design.v ---
module vga (
    input         iRST,
    input         iCLK,
    input  [15:0] iDATA,
    output [12:0] oADDR,
    output        oHS,
    output        oVS,
    output [ 3:0] oVGA_B,
    output [ 3:0] oVGA_G,
    output [ 3:0] oVGA_R
);
  parameter h_pol = 1'b0;
  parameter h_fp = 16;
  parameter h_sync = 96;
  parameter h_bp = 48;
  parameter h_video = 640;
  parameter h_lb = h_fp + h_sync + h_bp;
  parameter h_rb = h_fp + h_sync + h_bp + h_video;
  parameter v_pol = 1'b0;
  parameter v_fp = 10;
  parameter v_sync = 2;
  parameter v_bp = 33;
  parameter v_video = 480;
  parameter v_tb = v_fp + v_sync + v_bp;
  parameter v_bb = v_fp + v_sync + v_bp + v_video;
  reg [9:0] r_h;
  wire h_last = (r_h == h_rb - 1);
  always @(posedge iCLK)
    if (iRST | h_last) r_h <= 0;
    else r_h <= r_h + 1;
  reg [9:0] r_v;
  wire v_last = (r_v == v_bb - 1);
  always @(posedge iCLK)
    if (iRST) r_v <= 0;
    else if (h_last && v_last) r_v <= 0;
    else if (h_last) r_v <= r_v + 1;
  reg r_hs;
  always @(posedge iCLK)
    if (iRST) r_hs <= ~h_pol;
    else if (r_h == h_fp - 1) r_hs <= h_pol;
    else if (r_h == h_fp + h_sync - 1) r_hs <= ~h_pol;
  reg r_vs;
  always @(posedge iCLK)
    if (iRST) r_vs <= ~v_pol;
    else if (h_last && (r_v == v_fp - 1)) r_vs <= v_pol;
    else if (h_last && (r_v == v_fp + v_sync - 1)) r_vs <= ~v_pol;
  wire inside_frame = (r_v >= v_tb) && (r_v < v_bb) && (r_h >= h_lb - 1) && (r_h < h_rb - 1);
  wire [10:0] frame_row = (r_v - v_tb - 112);
  wire [10:0] frame_col = (r_h - h_lb - 64 + 3);
  wire inside_hack_screen = (r_v >= v_tb + 111) && (r_v < v_tb + 367) && (r_h >= h_lb + 63) && (r_h < h_lb + 575);
  wire next_addr = (frame_row < 256) && (frame_col < 512) && (frame_col[3:0] == 4'h0);
  reg data_read;
  always @(posedge iCLK) data_read <= next_addr;
  reg [12:0] r_addr;
  always @(posedge iCLK)
    if (iRST) r_addr <= 0;
    else if (next_addr) r_addr <= {frame_row[7:0], frame_col[8:4]};
  reg [15:0] r_data;
  always @(posedge iCLK)
    if (iRST) r_data <= 0;
    else if (data_read) r_data <= iDATA;
    else r_data <= {1'b0, r_data[15:1]};
  assign oADDR = r_addr;
  reg [11:0] r_rgb;
  always @(posedge iCLK)
    if (iRST) r_rgb <= 12'h000;
    else
      r_rgb <= ~inside_frame ? 12'h000 : ~inside_hack_screen ?  12'h888 : r_data[0] ? 12'h000 : 12'hFFF;
  assign oVGA_R = r_rgb[11:8];
  assign oVGA_G = r_rgb[7:4];
  assign oVGA_B = r_rgb[3:0];
  assign oHS = r_hs;
  assign oVS = r_vs;
endmodule
--- run.sh ---
#!/bin/bash
# OpenROAD 26Q1-2900-gdf79404cd8, Yosys 0.63+post, stock flow scripts
make -C /OpenROAD-flow-scripts/flow DESIGN_CONFIG=/design/flow/config.mk WORK_HOME=/design/flow/orfs finish
--- config.mk ---
export PLATFORM = sky130hd
export DESIGN_NAME = vga
export DESIGN_NICKNAME = vga
export VERILOG_FILES = /design/flow/design.v
export SDC_FILE = /design/flow/constraint.sdc
export NUM_CORES = 4
export LEC_CHECK = 1
export CORE_UTILIZATION = 30
export SYNTH_HDL_FRONTEND = slang
--- constraint.sdc ---
current_design vga

set clk_period 4.1
set clk_io_pct 0.2

create_clock -name clk0 -period $clk_period [get_ports {iCLK}]

set non_clock_inputs [all_inputs -no_clocks]
set_input_delay [expr $clk_period * $clk_io_pct] -clock clk0 $non_clock_inputs
set_output_delay [expr $clk_period * $clk_io_pct] -clock clk0 [all_outputs]
==> results.txt <==
flow finished, numbers: Psw=0.215 mW, Synth Warn #=0, Worst setup EP type=register, Area leader share=about two fifths, unique cell type count in the Yosys netlist=approximately 50, Async SR Flop Fraction=0%, gpl congestion=between 0.8 and 0.9, drt wl/cell=13.0 um, top cells by area=dfxtp_1 39%, mux2i_1 6.8%, nor2_1 6.3%, cycle use final=65.2%, remaining antenna violation count after routing=0, vias per cell=4.89, type of origin of the critical path=register, maxcap violations=0, number of gates resized after cts=0, Seq cells post-synth=54, CTS tree=done, Final Setup Violations=0, CTS sink count=~54, clock-pin slew on the worst setup and hold paths=0.10 ns, Num CTS Buffers=5, largest net degree at the start of global routing=24, tool warnings=30, # Cells Yosys=roughly 310, final hold vios=0, die area=~9700 um2, Vert. Die Dim=98.3 um, FP Rows=34, RSZ-0062 raised after global routing=no, VDD IR max=between 0.15 and 0.2 mV, vias in the first global route=1995, fin util=37.0%, Clk network pwr share=a little over a third, EDFF count, synth=0, # diodes=0, Fillers=~900, Commonest cells post-synth=54 x dfxtp_1, 47 x nor2_1, 19 x mux2i_1, chip width=98.3 um, final routed DRC violation total=0, Arr. time, crit path=between 2 and 3 ns, first-pass GRT wire length=9580 um, P_int=0.679 mW, fraction of layout cells with a size suffix above 1=6.65%, Synth top cell by count=dfxtp_1, clk latency late pin=0.31 ns, grt ovf=0, cts hold-fix bufs=0, Area growth syn-to-layout=17.7%, via count=2145, Synth Area per Inst=8.92 um2, cells after synthesis=312, Final min period=2.67 ns, WL final=approximately 5700 um, status=complete, no violations, Hold Crit Class=reg -> reg, Worst Max-Slew Pin Slew=around 0.84 ns, PortBufs=44, area leader, netlist=dfxtp_1, clock root buffer=clkbuf_8, WHS Path Cells=1, Worst Path Required=4.27 ns, Leak=1.19 nW, Comb power frac=5.1%, Core ar.=8850 um2, Sw Share=24.0%, fp util=31.5%, sequential power share=approximately three fifths, Pwr per Cell Area=273 nW/um2, initial antenna violation count=0, number of H-tree levels=2, # Post-CTS Setup Buffers=0, CP max FO=10, Max Root-Sink Buffers=2, drt pass-1 iters=25, r2r worst-path depth=8, Fmax=0.374 GHz, DP Wirelength=around 4100 um, Synth Seq Share=38.8%, relative slew slack=43.3%, Setup TNS Final=0 ns, synthesized cell area=2780 um2, logic area=1480 um2, main flop type after synthesis=dfxtp_1, # IOs=45, WS Path Type=reg -> reg, register area=1080 um2, All-Layer GR Usage=12.2%, max-slew violations=0, DR iter-0 viols=88, synthesis area per yosys=2780 um2, Setup Skew=0.00514 ns
kinds of logic after synthesis:
kind of cell / share of synthesized area, %
simple gates: 19.7
compound gates: 13.1
buf+inv: 7.95
mux: 8.45
fa+ha+maj: 3.15
xor+xnor: 8.81
flops: 38.8
power by group through the flow:
stage | registers (mW) | logic, mW | clock network (mW)
4_1_cts | 0.532 | 0.0467 | 0.326
5_1_grt | 0.533 | 0.0508 | 0.348
6_report | 0.532 | 0.0457 | 0.315
critical path, stage by stage, from the launching register on:
cell	delay (ns)
dfxtp_1	0.54
inv_1	0.11
ha_1	0.26
and4b_1	0.27
o21ai_0	0.10
mux2i_1	0.67
nand4_4	0.27
inv_2	0.22
a211oi_1	0.09
area by class of cell:
| type | instances | area share (%) |
|---|---|---|
| multi-input cells | 215 | 45.2 |
| flip-flops and latches | 54 | 33.0 |
| repair buffers | 45 | 13.7 |
| well taps | 108 | 4.12 |
| clock buffers | 5 | 2.10 |
| inverters | 9 | 1.03 |
| clock inverters | 3 | 0.878 |
worst paths after layout:
check	start	slack (ns)	endpoint
setup / recovery	r_v[0]	1.43	oADDR[6]
hold / removal	r_data[0]	0.43	r_rgb[9]
setup reg to reg	r_v[0]	1.43	oADDR[6]
hold reg to reg	r_data[0]	0.43	r_rgb[9]
through the flow:
| stage | total power, mW | cells | hold slack [ns] | cell area [um2] | setup WS [ns] |
|---|---|---|---|---|---|
| 5_1_grt | 0.933 | 439 | 0.457 | 3280 | 1.18 |
| 3_5_place_dp | 0.591 | 431 | 0.422 | 3180 | 1.40 |
| 6_report | 0.893 | 439 | 0.428 | 3280 | 1.43 |
| 2_1_floorplan | 0.568 | 312 | 0.398 | 2780 | 1.73 |
| 3_3_place_gp | 0.590 | 431 | 0.420 | 3180 | 1.45 |
| 4_1_cts | 0.905 | 439 | 0.437 | 3280 | 1.46 |
routing by layer:
layer	share of wire, %	up-vias	track usage (%)
li1	-	1100	-
met1	51	994	19.2
met2	44	46	18.6
met3	3.5	5	1.60
met4	0.77	0	1.49
met5	0	-	0
registers in the layout, summed over array words and instances (netlist names):
| register | count |
|---|---|
| r_data | 16 |
| oADDR | 13 |
| r_h | 10 |
| r_v | 10 |
| r_rgb | 2 |
| data_read | 1 |
| oHS | 1 |
| oVS | 1 |
cell usage in the layout, fill, tap and decap left out, drive strengths merged, types with 5 or more instances in the layout:
master / instances
nor2b: 5
dfxtp: 54
o21ai: 12
clkdlybuf4s50: 44
nor2: 47
xnor2: 11
mux2i: 19
nor3: 7
xor2: 17
nand2: 16
clkbuf: 5
a211oi: 7
a41oi: 7
nand4: 6
a21o: 5
ha: 7
inv: 11
Power figures rest on the tool's default switching activity, not on a simulated workload.
