## config.mk

```make
export PLATFORM = sky130hd
export DESIGN_NAME = kbd
export DESIGN_NICKNAME = kbd
export VERILOG_FILES = /design/flow/design.v
export SDC_FILE = /design/flow/constraint.sdc
export NUM_CORES = 4
export LEC_CHECK = 1
export CORE_UTILIZATION = 30
export SYNTH_HDL_FRONTEND = slang
```

## constraint.sdc

```tcl
current_design kbd

set clk_period 3.1
set clk_io_pct 0.2

create_clock -name clk0 -period $clk_period [get_ports {iCLK}]

set non_clock_inputs [all_inputs -no_clocks]
set_input_delay [expr $clk_period * $clk_io_pct] -clock clk0 $non_clock_inputs
set_output_delay [expr $clk_period * $clk_io_pct] -clock clk0 [all_outputs]
```

## design.v

```verilog
module kbd (
    input             iCLK,
    input             iRST,
    input      [23:0] iDATA,
    output reg [15:0] oDATA
);
  reg [7:0] scancode[0:511];
  initial begin
    scancode[9'h029] = 8'h20;   
    scancode[9'h116] = 8'h21;   
    scancode[9'h152] = 8'h22;   
    scancode[9'h126] = 8'h23;   
    scancode[9'h125] = 8'h24;   
    scancode[9'h12E] = 8'h25;   
    scancode[9'h13D] = 8'h26;   
    scancode[9'h052] = 8'h27;   
    scancode[9'h146] = 8'h28;   
    scancode[9'h145] = 8'h29;   
    scancode[9'h13E] = 8'h2A;   
    scancode[9'h155] = 8'h2B;   
    scancode[9'h041] = 8'h2C;   
    scancode[9'h04E] = 8'h2D;   
    scancode[9'h049] = 8'h2E;   
    scancode[9'h04A] = 8'h2F;   
    scancode[9'h045] = 8'h30;   
    scancode[9'h016] = 8'h31;
    scancode[9'h01E] = 8'h32;
    scancode[9'h026] = 8'h33;
    scancode[9'h025] = 8'h34;
    scancode[9'h02E] = 8'h35;
    scancode[9'h036] = 8'h36;
    scancode[9'h03D] = 8'h37;
    scancode[9'h03E] = 8'h38;
    scancode[9'h046] = 8'h39;   
    scancode[9'h14C] = 8'h3A;   
    scancode[9'h04C] = 8'h3B;   
    scancode[9'h141] = 8'h3C;   
    scancode[9'h055] = 8'h3D;   
    scancode[9'h149] = 8'h3E;   
    scancode[9'h14A] = 8'h3F;   
    scancode[9'h11E] = 8'h40;   
    scancode[9'h11C] = 8'h41;   
    scancode[9'h132] = 8'h42;
    scancode[9'h121] = 8'h43;
    scancode[9'h123] = 8'h44;
    scancode[9'h124] = 8'h45;
    scancode[9'h12B] = 8'h46;
    scancode[9'h134] = 8'h47;
    scancode[9'h133] = 8'h48;
    scancode[9'h143] = 8'h49;
    scancode[9'h13B] = 8'h4A;
    scancode[9'h142] = 8'h4B;
    scancode[9'h14B] = 8'h4C;
    scancode[9'h13A] = 8'h4D;
    scancode[9'h131] = 8'h4E;
    scancode[9'h144] = 8'h4F;
    scancode[9'h14D] = 8'h50;
    scancode[9'h115] = 8'h51;
    scancode[9'h12D] = 8'h52;
    scancode[9'h11B] = 8'h53;
    scancode[9'h12C] = 8'h54;
    scancode[9'h13C] = 8'h55;
    scancode[9'h12A] = 8'h56;
    scancode[9'h11D] = 8'h57;
    scancode[9'h122] = 8'h58;
    scancode[9'h135] = 8'h59;
    scancode[9'h11A] = 8'h5A;   
    scancode[9'h054] = 8'h5B;   
    scancode[9'h05D] = 8'h5C;   
    scancode[9'h05B] = 8'h5D;   
    scancode[9'h136] = 8'h5E;   
    scancode[9'h14E] = 8'h5F;   
    scancode[9'h00E] = 8'h60;   
    scancode[9'h01C] = 8'h61;   
    scancode[9'h032] = 8'h62;
    scancode[9'h021] = 8'h63;
    scancode[9'h023] = 8'h64;
    scancode[9'h024] = 8'h65;
    scancode[9'h02B] = 8'h66;
    scancode[9'h034] = 8'h67;
    scancode[9'h033] = 8'h68;
    scancode[9'h043] = 8'h69;
    scancode[9'h03B] = 8'h6A;
    scancode[9'h042] = 8'h6B;
    scancode[9'h04B] = 8'h6C;
    scancode[9'h03A] = 8'h6D;
    scancode[9'h031] = 8'h6E;
    scancode[9'h044] = 8'h6F;
    scancode[9'h04D] = 8'h70;
    scancode[9'h015] = 8'h71;
    scancode[9'h02D] = 8'h72;
    scancode[9'h01B] = 8'h73;
    scancode[9'h02C] = 8'h74;
    scancode[9'h03C] = 8'h75;
    scancode[9'h02A] = 8'h76;
    scancode[9'h01D] = 8'h77;
    scancode[9'h022] = 8'h78;
    scancode[9'h035] = 8'h79;
    scancode[9'h01A] = 8'h7A;   
    scancode[9'h154] = 8'h7B;   
    scancode[9'h15D] = 8'h7C;   
    scancode[9'h15B] = 8'h7D;   
    scancode[9'h10E] = 8'h7E;   
    scancode[9'h05A] = 8'd128;   
    scancode[9'h066] = 8'd129;   
    scancode[9'h06B] = 8'd130;   
    scancode[9'h075] = 8'd131;   
    scancode[9'h074] = 8'd132;   
    scancode[9'h072] = 8'd133;   
    scancode[9'h06C] = 8'd134;   
    scancode[9'h069] = 8'd135;   
    scancode[9'h07D] = 8'd136;   
    scancode[9'h07A] = 8'd137;   
    scancode[9'h070] = 8'd138;   
    scancode[9'h071] = 8'd139;   
    scancode[9'h076] = 8'd140;   
    scancode[9'h005] = 8'd141;   
    scancode[9'h006] = 8'd142;   
    scancode[9'h004] = 8'd143;   
    scancode[9'h00C] = 8'd144;   
    scancode[9'h003] = 8'd145;   
    scancode[9'h00B] = 8'd146;   
    scancode[9'h083] = 8'd147;   
    scancode[9'h00A] = 8'd148;   
    scancode[9'h001] = 8'd149;   
    scancode[9'h009] = 8'd150;   
    scancode[9'h078] = 8'd151;   
    scancode[9'h007] = 8'd152;   
    scancode[9'h0F0] = 8'd0;   
    scancode[9'h1F0] = 8'd0;   
    scancode[9'h0E0] = 8'd0;   
    scancode[9'h1E0] = 8'd0;   
    scancode[9'h000] = 8'd0;   
    scancode[9'h100] = 8'd0;   
  end
  reg shift = 1'b0;
  always @(posedge iCLK)
    if (iRST || (iDATA[15:0] == 16'hF012) || (iDATA[15:0] == 16'hF059)) shift <= 0;
    else if ((iDATA[7:0] == 8'h12) || (iDATA[7:0] == 8'h59)) shift <= 1;
  always @(posedge iCLK)
    if (iRST || (iDATA[15:8] == 8'hF0) || (iDATA[23:8] == 16'hF0E0)) oDATA <= 24'h000000;
    else oDATA <= {8'h00, scancode[{shift, iDATA[7:0]}]};
endmodule
```

## run.sh

```bash
#!/bin/bash
# OpenROAD 26Q1-2900-gdf79404cd8, Yosys 0.63+post, stock flow scripts
make -C /OpenROAD-flow-scripts/flow DESIGN_CONFIG=/design/flow/config.mk WORK_HOME=/design/flow/orfs finish
```

==> impl_metrics.ini <==
; generated from flow reports
[critical_path]
crit_path_max_incr_delay_ns = 0.53
regToRegStartpoint = shift$_SDFFE_PP0P_
crit_path_end_kind = flop
critPathArrivalTime_ns = 2.80
crit_required_ns = 3.21
slowest_stage = clkdlybuf4s50_1
crit_fanout = 19
crit_type = input port to flop
crit_path_start_kind = input port
crit_chain = clkdlybuf4s50_1 -> clkinv_1 -> a311oi_1 -> nor2_1 -> o211ai_1 -> a2bb2oi_1 -> o22ai_1
startpoint = iDATA[3]

[cts]
cts.path.max_buffers = 2
cts_setup_buffers = 0
h-tree-depth = 1
cts_tree = built
root_buffer = clkbuf_8
path_clk_slew_ns = 0.05
cts.sinks = 9
cts_made_buffers = 3
clock_latency_ns = 0.23
hold_buffers = 0
cts_resized = 0

[cells_and_area]
mostFrequentLayoutCell = clkdlybuf4s50_1
syn2layout_area_growth_pct = 21.79
drive_above_1_share_pct = 9.063
fin_cells = 397
fillerInstances = 675
most-common-layout-cells = 32 x clkdlybuf4s50_1, 31 x o21ai_0, 26 x nor2_1, 26 x a21oi_1, 15 x nand2_1

[synthesis]
ff_type = dfxtp_1
synth_area_mm2 = 0.002004
synth_area_per_cell_um2 = 6.772
ys_seq_share_pct = 8.989
top_area_cell = dfxtp_1
syn-instance-count = 296
yosys-stat-cells = 296
yosys_area_mm2 = 0.002004
ys_types = 62
async_reset_ff_share_pct = 0
edf_count = 0
yosysTopAreaCellShare_pct = 8.989
ys_ff = 9
ys_warn_count = 0
synthTopCellsByArea = dfxtp_1 9.0%, o21ai_0 7.7%, ha_1 7.5%

[grt]
grt_overflow = 0
grt_usage_pct = 19.86
grt_pass1_vias = 2109
grt_first_pass_wirelength_um = 11320
antenna_found_initial = 0
grt_max_degree = 52

[floorplan]
num_io_pins = 42
core_mm2 = 0.006386
die_x_um = 83.74
rows = 29
initial_utilization_pct = 31.39
die_h_um = 83.74
die-area_mm2 = 0.007012

[timing]
rsz0062_at_grt = false
maxSlewHeadroom_pct = 49.96
clock.fmax_mhz = 371.9
post-route-min-period_ns = 2.689
tns_ns = 0
finalHoldViolations = 0
finalClockPeriodUsage_pct = 86.74
finalMaxSlewViolations = 0
worst_pin_slew_ns = 0.7506
setup_viol_count_final = 0
skew_ns = 0.006944

[pwr]
power.leakage_uw = 0.0008741
ir_drop_uv = 164.6
powerDensity_mw_per_mm2 = 227.8

[route]
antenna_cells_inserted = 0
route.vias.total = 2407
wl_per_cell_um = 17.16
drtIter0Drc = 349
post-route-drc-count = 0
vias_per_cell = 6.063
dr.pass1.iters = 5
wl_um = 6813
ant_nets = 0

[job]
max_cap_viol_count = 0
warnings = 35

[place]
hpwlAfterDp_um = 4729
placed_cells_incl_taps = 393
gp_congestion = 0.9762
port_buffers = 33

[outcome]
outcome = completed

[hold_path]
min_from = shift$_SDFFE_PP0P_
hold_path_class = flop to flop
## critical path: cells and delay by family
| family | cells | cell delay [ns] |
|---|---|---|
| buffers and inverters | 2 | 1.03 |
| AOI/OAI and AO/OA | 4 | 1.03 |
| and+or+nand+nor | 1 | 0.11 |
## kinds of logic after synthesis
kind of cell,synth area share [%]
multiplexers,0.4994
XOR/XNOR,2.248
other,0.1871
AND/OR/NAND/NOR,23.91
AND-OR/OR-AND,44.51
adder cells (fa/ha/maj),7.490
flip-flops,8.989
buffers and inverters,12.17
## through the flow
step	worst slack [ns]	area, µm²	hold slack, ns	util [%]	total power [µW]
floorplan	0.9166	2031	0.6921	-	314.7
global placement	0.2552	2396	0.7606	37.52	418.9
detailed placement	0.2184	2396	0.7562	37.52	416.7
CTS	0.4487	2441	0.7629	38.22	552.4
global route	0.2594	2441	0.8194	38.22	595.5
finish	0.4111	2441	0.7815	38.22	556.2
## state kept, by name, summed over array words and instances (netlist names)
register / cells
shift: 1
oDATA: 8
## cell type report
cell class / instances / area, µm² / share of cell area (%)
Multi-Input combinational cell: 250 / 1607 / 65.81
Sequential cell: 9 / 180.2 / 7.381
Tap cell: 77 / 96.34 / 3.947
Timing Repair Buffer: 49 / 483.0 / 19.78
Inverter: 8 / 30.03 / 1.230
Clock buffer: 4 / 45.04 / 1.845
## cell usage after synthesis (all sizes together), types with 2 or more instances
cell,count
a31oi,8
a21oi,26
nand2,17
a2111oi,3
o31ai,7
a311oi,7
o311ai,3
xor2,2
o22ai,4
inv,4
o211ai,3
or3,2
a221oi,7
buf,30
clkinv,4
clkbuf,6
nor2,26
dfxtp,9
a31o,2
and3,2
a21o,5
nor3,10
o21ai,32
o21a,4
a211oi,6
nand3,8
nand4,2
nor2b,10
nand2b,13
ha,12
## routing by layer
layer	routed length [µm]	part of all wire, %	GRT usage (%)
met1	3135	46	31.37
met5	0	0	0
met2	2922	43	29.19
met4	53	0.78	2.773
met3	701	10	3.112
## path summary, 6_finish.rpt
kind	end	slack [ns]	cells after the start
min	oDATA[5]$_SDFF_PP0_	0.78	2
min reg2reg	oDATA[5]$_SDFF_PP0_	0.78	2
max reg2reg	oDATA[2]$_SDFF_PP0_	1.72	3
max	oDATA[2]$_SDFF_PP0_	0.41	7
## power by group
part / switching (µW) / internal [µW] / total, µW / leakage, µW
Combinational: 166 / 129 / 295 / 0.000777
Clock: 45.9 / 89.6 / 135 / 0.0000228
Sequential: 2.40 / 123 / 126 / 0.0000741
Power and IR drop assume default switching activity.
